$ cat ./run.sh
#!/bin/bash
# OpenROAD 26Q1-2900-gdf79404cd8, Yosys 0.63+post, stock flow scripts
make -C /OpenROAD-flow-scripts/flow DESIGN_CONFIG=/design/flow/config.mk WORK_HOME=/design/flow/orfs finish
$ cat ./config.mk
export PLATFORM = sky130hd
export DESIGN_NAME = bfp_decomp
export DESIGN_NICKNAME = bfp_decomp
export VERILOG_FILES = /design/flow/design.v
export SDC_FILE = /design/flow/constraint.sdc
export NUM_CORES = 4
export LEC_CHECK = 1
export CORE_UTILIZATION = 40
export SYNTH_HDL_FRONTEND = slang
$ cat ./constraint.sdc
current_design bfp_decomp

set clk_period 225.7
set clk_io_pct 0.2

create_clock -name clk0 -period $clk_period [get_ports {clk}]

set non_clock_inputs [all_inputs -no_clocks]
set_input_delay [expr $clk_period * $clk_io_pct] -clock clk0 $non_clock_inputs
set_output_delay [expr $clk_period * $clk_io_pct] -clock clk0 [all_outputs]
$ cat ./design.v
`timescale 1 ns / 1 ps
`default_nettype none
package bfp_pkg;
  function static logic [63:0] byte_reverse(input logic [63:0] din);
    for (int i = 0; i < 8; i++) begin
      byte_reverse[63-8*i-:8] = din[8*i+7-:8];
    end
  endfunction
endpackage
`timescale 1 ns / 1 ps
`default_nettype none
module bfp_decomp (
    input var         clk,
    input var         rst,
    input var  [63:0] s_axis_tdata,
    input var  [ 7:0] s_axis_tkeep,
    input var         s_axis_tvalid,
    input var         s_axis_tlast,
    output var        s_axis_tready,
    input var  [31:0] s_axis_tuser,
    output var [63:0] m_axis_tdata,
    output var [ 7:0] m_axis_tkeep,
    output var        m_axis_tvalid,
    output var        m_axis_tlast,
    output var [31:0] m_axis_tuser,
    input var  [ 3:0] ctrl_ud_comp_meth,
    input var  [ 3:0] ctrl_ud_iq_width,
    input var  [ 3:0] ctrl_fs_offset
);
  logic [ 3:0] ud_iq_width;
  logic        sync;
  logic [63:0] d0_data;
  logic [ 3:0] d0_state;
  logic        d0_valid;
  logic        d0_sync;
  logic        d0_last;
  logic [31:0] fifo_din;
  logic        fifo_wr;
  logic [31:0] fifo_dout;
  logic        fifo_rd_pre;
  logic        fifo_rd;
  always_ff @(posedge clk) begin
    if (rst) begin
      sync <= 1'b0;
    end else if (s_axis_tvalid && s_axis_tready && s_axis_tlast) begin
      sync <= 1'b0;
    end else if (s_axis_tvalid && s_axis_tready) begin
      sync <= 1'b1;
    end
  end
  assign fifo_wr = s_axis_tvalid && s_axis_tready && ~sync;
  assign fifo_din = s_axis_tuser;
  always_ff @(posedge clk) begin
    fifo_rd_pre <= d0_valid && ~d0_sync;
    fifo_rd     <= fifo_rd_pre;
  end
  always_ff @(posedge clk) begin
    if (fifo_rd) begin
      m_axis_tuser <= fifo_dout;
    end
  end
  always_ff @(posedge clk) begin
    if (ctrl_ud_comp_meth == 1) begin
      ud_iq_width <= ctrl_ud_iq_width;
    end else begin
      ud_iq_width <= '0;
    end
  end
  bfp_decomp_gearbox i_gearbox (
      .clk          (clk),
      .rst          (rst),
      .s_axis_tdata (s_axis_tdata),
      .s_axis_tkeep (s_axis_tkeep),
      .s_axis_tvalid(s_axis_tvalid),
      .s_axis_tlast (s_axis_tlast),
      .s_axis_tready(s_axis_tready),
      .dout_data    (d0_data),
      .dout_state   (d0_state),
      .dout_valid   (d0_valid),
      .dout_sync    (d0_sync),
      .dout_last    (d0_last),
      .ud_iq_width  (ud_iq_width)
  );
  bfp_decomp_exp i_exp (
      .clk           (clk),
      .rst           (rst),
      .din_data      (d0_data),
      .din_state     (d0_state),
      .din_valid     (d0_valid),
      .din_sync      (d0_sync),
      .din_last      (d0_last),
      .m_axis_tdata  (m_axis_tdata),
      .m_axis_tkeep  (m_axis_tkeep),
      .m_axis_tvalid (m_axis_tvalid),
      .m_axis_tlast  (m_axis_tlast),
      .ud_iq_width   (ud_iq_width),
      .ctrl_fs_offset(ctrl_fs_offset)
  );
  fifo_srl #(
      .DATA_WIDTH(32)
  ) i_user_fifo (
      .clk  (clk),
      .rst  (rst),
      .din  (fifo_din),
      .wr_en(fifo_wr),
      .full (   ),
      .dout (fifo_dout),
      .empty(   ),
      .rd_en(fifo_rd)
  );
endmodule
`default_nettype wire
`timescale 1 ns / 1 ps
`default_nettype none
module bfp_decomp_exp (
    input var         clk,
    input var         rst,
    input var  [63:0] din_data,
    input var  [ 3:0] din_state,
    input var         din_valid,
    input var         din_sync,
    input var         din_last,
    output var [63:0] m_axis_tdata,
    output var [ 7:0] m_axis_tkeep,
    output var        m_axis_tvalid,
    output var        m_axis_tlast,
    input var  [ 3:0] ud_iq_width,
    input var  [ 3:0] ctrl_fs_offset
);
  logic [ 3:0] exp;
  logic [15:0] data0      [4];
  logic [ 3:0] width0;
  logic [ 4:0] shift0;
  logic [30:0] data1      [4];
  logic [15:0] data2      [4];
  logic        din_valid_d[3];
  logic        din_last_d [3];
  function static logic [15:0] saturate(input logic [30:0] din);
    if (din[30:15] == '0 || din[30:15] == '1) begin
      saturate = din[15:0];
    end else if (din[30] == 1'b0) begin
      saturate = 16'h7FFF;
    end else begin
      saturate = 16'h8000;
    end
  endfunction
  function static logic [15:0] bit_mask(input logic [3:0] width);
    case (width)
      4'd1:    bit_mask = 16'h8000;
      4'd2:    bit_mask = 16'hC000;
      4'd3:    bit_mask = 16'hE000;
      4'd4:    bit_mask = 16'hF000;
      4'd5:    bit_mask = 16'hF800;
      4'd6:    bit_mask = 16'hFC00;
      4'd7:    bit_mask = 16'hFE00;
      4'd8:    bit_mask = 16'hFF00;
      4'd9:    bit_mask = 16'hFF80;
      4'd10:   bit_mask = 16'hFFC0;
      4'd11:   bit_mask = 16'hFFE0;
      4'd12:   bit_mask = 16'hFFF0;
      4'd13:   bit_mask = 16'hFFF8;
      4'd14:   bit_mask = 16'hFFFC;
      4'd15:   bit_mask = 16'hFFFE;
      default: bit_mask = 16'hFFFF;
    endcase
  endfunction
  function static logic [15:0] bit_extract(input int i, input logic [3:0] width,
                                           input logic [63:0] din);
    logic [63:0] temp;
    if (width == 0) begin
      temp = (din << (64 - 16 * (4 - i)));
    end else begin
      temp = (din << (64 - width * (4 - i)));
    end
    bit_extract = temp[63:48] & bit_mask(width);
  endfunction
  always_comb begin
    if (ud_iq_width == 0) begin
      exp = 0;
    end else begin
      exp = din_data >> (ud_iq_width * 4);
    end
  end
  generate
    for (genvar i = 0; i < 4; i++) begin : g_bit_extract
      always_ff @(posedge clk) begin
        data0[i] <= bit_extract(i, ud_iq_width, din_data);
      end
    end
  endgenerate
  always_ff @(posedge clk) begin
    width0 <= ud_iq_width;
  end
  always_ff @(posedge clk) begin
    if (din_state == 0 && din_valid) begin
      shift0 <= (31 - exp - ud_iq_width + ctrl_fs_offset);
    end
  end
  generate
    for (genvar i = 0; i < 4; i++) begin : g_shift
      always_ff @(posedge clk) begin
        data1[i] <= $signed({data0[i], 15'b0}) >>> shift0;
      end
    end
  endgenerate
  generate
    for (genvar i = 0; i < 4; i++) begin : g_saturate
      always_ff @(posedge clk) begin
        data2[i] <= saturate(data1[i]);
      end
    end
  endgenerate
  assign m_axis_tdata = {
    data2[3][7:0],
    data2[3][15:8],   
    data2[2][7:0],
    data2[2][15:8],   
    data2[1][7:0],
    data2[1][15:8],   
    data2[0][7:0],
    data2[0][15:8]   
  };
  assign m_axis_tkeep = '1;
  always_ff @(posedge clk) begin
    din_valid_d <= {din_valid, din_valid_d[0:1]};
  end
  assign m_axis_tvalid = din_valid_d[2];
  always_ff @(posedge clk) begin
    din_last_d <= {din_last, din_last_d[0:1]};
  end
  assign m_axis_tlast = din_last_d[2];
endmodule
`default_nettype wire
`timescale 1 ns / 1 ps
`default_nettype none
module bfp_decomp_gearbox (
    input var         clk,
    input var         rst,
    input var  [63:0] s_axis_tdata,
    input var  [ 7:0] s_axis_tkeep,
    input var         s_axis_tvalid,
    input var         s_axis_tlast,
    output var        s_axis_tready,
    output var [63:0] dout_data,
    output var [ 3:0] dout_state,
    output var        dout_sync,
    output var        dout_valid,
    output var        dout_last,
    input var  [ 3:0] ud_iq_width,
    output var        err_unexpected_tlast
);
  import bfp_pkg::*;
  logic         init_n;
  logic         sync_n;
  logic [  3:0] state;
  logic [  3:0] state_next;
  logic         extend_tlast;
  logic         extend_tlast_next;
  logic [  3:0] bit_remain;
  logic [  3:0] bit_remain_next;
  logic [  3:0] bit_required;
  logic [ 63:0] temp_data1;
  logic [ 63:0] temp_data2;
  logic [127:0] temp_data;
  logic [  3:0] temp_shift;
  logic [  3:0] temp_state;
  logic         temp_valid;
  logic         temp_sync;
  logic         temp_last;
  always_ff @(posedge clk) begin
    if (rst) begin
      init_n <= 1'b0;
    end else begin
      init_n <= 1'b1;
    end
  end
  always_ff @(posedge clk) begin
    if (rst) begin
      sync_n <= 1'b0;
    end else if (s_axis_tvalid && s_axis_tready && s_axis_tlast) begin
      sync_n <= 1'b0;
    end else if (s_axis_tvalid && s_axis_tready) begin
      sync_n <= 1'b1;
    end else begin
      sync_n <= sync_n;
    end
  end
  always_ff @(posedge clk) begin
    if (rst) begin
      state <= '0;
    end else begin
      state <= state_next;
    end
  end
  always_comb begin
    state_next = state;
    if (~init_n) begin
      state_next = 0;
    end else if (~s_axis_tready && extend_tlast && ({1'b0, bit_remain} + bit_required >= 16)) begin
      state_next = 0;
    end else if (s_axis_tready && ~s_axis_tvalid) begin
      state_next = state;
    end else begin
      state_next = (state == 5 ? 0 : state + 1);
    end
  end
  always_ff @(posedge clk) begin
    if (rst) begin
      extend_tlast <= 1'b0;
    end else begin
      extend_tlast <= extend_tlast_next;
    end
  end
  always_comb begin
    if (~init_n) begin
      extend_tlast_next = 1'b0;
    end else if (~s_axis_tready && state == 5) begin
      extend_tlast_next = 1'b0;
    end else if (~s_axis_tready && ({1'b0, bit_remain} + bit_required >= 16)) begin
      extend_tlast_next = 1'b0;
    end else if (~s_axis_tready) begin
      extend_tlast_next = extend_tlast;
    end else if (s_axis_tvalid && s_axis_tlast && state == 5) begin
      extend_tlast_next = 1'b0;
    end else if (s_axis_tvalid && s_axis_tlast) begin
      extend_tlast_next = 1'b1;
    end else if (s_axis_tvalid) begin
      extend_tlast_next = 1'b0;
    end else begin
      extend_tlast_next = 1'b0;
    end
  end
  assign s_axis_tready = ({1'b0, bit_remain} + bit_required > 16) || (bit_remain == '0) && ~extend_tlast;
  always_comb begin
    if (state == 0) begin
      bit_required = ud_iq_width == 0 ? 16 : ud_iq_width + 2;
    end else begin
      bit_required = ud_iq_width == 0 ? 16 : ud_iq_width;
    end
  end
  always_ff @(posedge clk) begin
    if (rst) begin
      bit_remain <= '0;
    end else begin
      bit_remain <= bit_remain_next;
    end
  end
  always_comb begin
    if (~init_n) begin
      bit_remain_next = 0;
    end else if (~s_axis_tready && extend_tlast && state == 5) begin
      bit_remain_next = 0;
    end else if (~s_axis_tready && extend_tlast && ({1'b0, bit_remain} + bit_required >= 16)) begin
      bit_remain_next = 0;
    end else if (~s_axis_tready) begin
      bit_remain_next = (bit_remain + bit_required);   
    end else if (s_axis_tvalid && s_axis_tlast && state == 5) begin
      bit_remain_next = 0;
    end else if (s_axis_tvalid) begin
      bit_remain_next = (bit_remain + bit_required);
    end else begin
      bit_remain_next = bit_remain;
    end
  end
  always_ff @(posedge clk) begin
    err_unexpected_tlast <= 1'b0;
    if (extend_tlast && ({1'b0, bit_remain} + bit_required >= 16) && state != 5) begin
      err_unexpected_tlast <= 1'b1;
    end
  end
  always_ff @(posedge clk) begin
    if (s_axis_tvalid && s_axis_tready) begin
      temp_data1 <= byte_reverse(s_axis_tdata);
      temp_data2 <= temp_data1;
    end
  end
  assign temp_data = {temp_data2, temp_data1};
  always_ff @(posedge clk) begin
    temp_shift <= -bit_remain - bit_required;
  end
  always_ff @(posedge clk) begin
    temp_state <= state;
    temp_sync  <= sync_n;
  end
  always_ff @(posedge clk) begin
    temp_valid <= (s_axis_tvalid && s_axis_tready) || (~s_axis_tready && init_n);
  end
  always_ff @(posedge clk) begin
    if (s_axis_tvalid && s_axis_tready && s_axis_tlast && (state == 5)) begin
      temp_last <= 1'b1;
    end else if (extend_tlast && ({1'b0, bit_remain} + bit_required > 16)) begin
      temp_last <= 1'b1;
    end else if (extend_tlast && (state == 5)) begin
      temp_last <= 1'b1;
    end else begin
      temp_last <= 1'b0;
    end
  end
  always_ff @(posedge clk) begin
    if (temp_valid) begin
      dout_data <= (temp_data >> (temp_shift * 4));
    end
  end
  always_ff @(posedge clk) begin
    dout_state <= temp_state;
    dout_valid <= temp_valid;
    dout_sync  <= temp_sync;
    dout_last  <= temp_last;
  end
endmodule
`default_nettype wire
`timescale 1 ns / 1 ps
`default_nettype none
module fifo_srl #(
    parameter int ADDR_WIDTH = 4,
    parameter int DATA_WIDTH = 8
) (
    input var                   clk,
    input var                   rst,
    input var  [DATA_WIDTH-1:0] din,
    input var                   wr_en,
    output var                  full,
    output var [DATA_WIDTH-1:0] dout,
    output var                  empty,
    input var                   rd_en
);
  localparam int Depth = 2 ** ADDR_WIDTH;
  logic [DATA_WIDTH-1:0] srl   [Depth];
  logic [ADDR_WIDTH-1:0] addr;
  logic                  valid;
  assign full = &addr;
  initial begin
    for (int i = 0; i < 16; i++) begin
      srl[i] = '0;
    end
  end
  always_ff @(posedge clk) begin
    if (wr_en && !full) begin
      srl[0] <= din;
      for (int i = 1; i < 16; i++) begin
        srl[i] <= srl[i-1];
      end
    end
  end
  assign dout = srl[addr];
  always_ff @(posedge clk) begin
    if (rst) begin
      addr <= '0;
    end else if (wr_en && ~rd_en && ~&addr && valid) begin
      addr <= addr + 1;
    end else if (rd_en && (&addr || (~wr_en && |addr))) begin
      addr <= addr - 1;
    end
  end
  always_ff @(posedge clk) begin
    if (rst) begin
      valid <= 1'b0;
    end else if (addr == '0 && wr_en) begin
      valid <= 1'b1;
    end else if (addr == '0 && ~wr_en && rd_en) begin
      valid <= 1'b0;
    end
  end
  assign empty = ~valid;
endmodule
`default_nettype wire
==> run summary <==
Entry: Yosys synthesis followed by OpenROAD place and route.

Power and ir drop:
- The run gives the worst vdd rail ir drop as 5.99 µV.
- The run gives the post-layout total power as 559 µW.
- Per the summary, power density relative to cell area is 9.44 nW/µm².
- The run puts the cell leakage power at 20.8 nW.

GRT:
- The number of antenna violations at the first check in global routing is 6.
- The run gives the via count of the first global-routing pass as around 34k.
- The run puts the pin count of the biggest net entering global routing at 144.
- The run puts the leftover overflow at the end of global routing at 0.
- Global routing consumed, over all layers together, 22.5% of the routing resources.
- The run puts the global-route wire length before repair at around 210 mm.

STA:
- The run gives the normalized max-slew margin as approximately two fifths.
- At the pin with the least slew margin, the transition time is slightly below 0.9 ns.
- Dividing the final minimum period by the clock period gives between 20% and 30%.
- The run gives the final tally of hold violations as 0.
- The run gives the final-layout worst hold slack as roughly 0.32 ns.
- The run puts the worst-case clock skew at 0.0720 ns.
- The run puts the highest clock rate at 0.0200 GHz.
- The run gives the total count of max-transition violations in the final report as 0.
- Setup repair after global routing left no endpoint under its margin.
- The final layout reports a setup TNS of 0 ns.
- The run puts the final number of setup-violating endpoints at 0.
- The run gives the minimum clock period as roughly 50 ns.

Die:
- The run puts the placeable core region at between 100000 and 150000 µm².
- The run puts the area of the chip at around 130000 µm².
- The run gives the height of the chip as 363 µm.
- The run puts the initial core utilization at between 40% and 50%.
- During I/O placement, the number of pins put on the boundary was between 200 and 250.
- The run puts the cell row count at 132.
- The run puts the die width at 363 µm.

Setup path:
- The run gives the largest fanout on the critical path as 9.
- The run gives the delay of the slowest cell on the worst path as 0.73 ns.
- For reference, the critical path cell chain is inv_1, ha_1, and2_2, nor2_1, ha_1, fa_1, or3_1, o21ai_1, nand2_1, clkdlybuf4s50_1.
- The critical path starts at ud_iq_width[2].
- Per STA, the worst path accumulates the most delay in the family simple AND/OR/NAND/NOR gates.
- The run gives the endpoint arrival time on the critical path as about 4.9 ns.
- The run gives the most frequent cell on the critical path as sky130_fd_sc_hd__ha_1.
- The worst setup path is launched from a flop.
- The critical path is of the flop to primary output type.
- Data on the critical path is required at its endpoint by ~180 ns.
- The run puts the path depth of the worst reg2reg path at 12.
- On the critical path, the stage with the largest delay is an instance of sky130_fd_sc_hd__dfxtp_1.
- The worst setup path is captured at a primary output.
- The run gives the buffering stage count on the worst path with inverters included as 2.
- In this run the critical register-to-register path is launched from ud_iq_width[1].
- The run gives the internal reg-to-reg setup slack as between 200 and 250 ns.
- The capture point of the worst register-to-register path is recorded as i_exp.data0[1][11].

Synth:
- The run puts the number of enable flip-flop cells at approximately 740.
- The run puts the cell total in the yosys stat output at about 4.1k.
- The gate-level netlist out of Yosys references around 87 unique cell types.
- The run puts the average size of a mapped cell at about 13 µm².
- The run puts the yosys stat chip area at between 50000 and 60000 µm².
- The run gives the yosys synthesis warning count as 0.
- The run puts the post-synthesis register bit count at between 1k and 1.5k.
- The run puts the proportion of register bits with asynchronous set or reset after synthesis at 0%.
- Before any placement, the netlist area is recorded as 52300 µm².
- After synthesis, flip-flops and latches occupy about 54% of the total area.
- The commonest register cell is sky130_fd_sc_hd__edfxtp_1.
- The run puts the cell count after synthesis at roughly 4.1k.

Clocking:
- Clock-pin slew was measured on the worst setup and hold paths at 0.06 ns.
- The run puts the clock network latency to the later pin of the worst-skew pair at 0.74 ns.
- The run puts the number of setup buffers added after CTS at 0.
- The run puts the number of clock buffers inserted by TritonCTS at 109.
- The run gives the root buffer cell as sky130_fd_sc_hd__clkbuf_16.
- The run puts the maximum clock insertion buffer count at 3.
- TritonCTS built the clock tree.
- The run gives the count of H-tree levels built during CTS as 3.
- The run puts the number of gates resized after cts at 0.
- The run puts the TritonCTS sink count at 1050.
- The run gives the hold-fix buffer count after cts as 0.

Detailed routing:
- The routed design has roughly 140 mm of wire.
- The run gives the post-detailed-route wirelength per cell as around 23 µm.
- Detailed routing inserted a total of about 35k vias.
- Per the detail_route report, DRC violations left total 0.
- The run puts the number of DRC violations after detailed-routing iteration 0 at around 3.3k.
- The first detailed-routing pass ran for 5 iterations.
- The run gives the detailed-route vias per instance as ~5.8.
- The run puts the number of routed nets with antenna violations at 0.

Finish:
- Leaving out fill and tap cells, the most frequent cells in the layout are 737 x sky130_fd_sc_hd__edfxtp_1, 491 x sky130_fd_sc_hd__nand2_1, 333 x sky130_fd_sc_hd__mux2i_1.
- The run puts the share of cells above drive strength 1 at 16.9%.
- Among logic cells in the layout, the one with the most instances is sky130_fd_sc_hd__edfxtp_1.
- The final report gives the core utilization as 45.7%.
- Once layout is complete, the cells apart from fillers number 6001.
- In this run the layout overhead on the synthesized area is reported as 13.3%.

Place:
- The run puts the number of buffers inserted by port buffering at between 200 and 250.
- Note, the detailed placer reported a final HPWL of 93.4 mm.
- The run puts the number of instances in the placed design at around 5.8k.
- The run puts the routability-driven placement congestion ratio at between 1 and 1.5.

Hold path:
- The run gives the class of the most critical hold timing path as flop to flop.
- The worst hold path begins at i_gearbox.temp_state[1].
- The run gives the hold-critical path depth as 0.
- The run gives the worst-case hold path end point as i_gearbox.dout_state[1].

Job:
- The run puts the count of warning messages emitted by the tools at 48.
- In this run the maximum-capacitance check reported violations numbering 0.

Run status:
- The flow ran to the end, and the final reports show no timing, DRC or antenna violations.
-- worst register-to-register path: stages, from the launching register on --
cell and delay, ns:
sky130_fd_sc_hd__dfxtp_1 0.79, sky130_fd_sc_hd__inv_1 0.29, sky130_fd_sc_hd__ha_4 0.56, sky130_fd_sc_hd__buf_4 0.61
sky130_fd_sc_hd__buf_4 0.73, sky130_fd_sc_hd__buf_4 0.72, sky130_fd_sc_hd__nor2b_1 0.16, sky130_fd_sc_hd__a211oi_1 0.57
sky130_fd_sc_hd__a221oi_1 0.28, sky130_fd_sc_hd__mux4_2 0.52, sky130_fd_sc_hd__nand2_1 0.08, sky130_fd_sc_hd__o21ai_1 0.14
sky130_fd_sc_hd__a31o_1 0.29
-- synthesized netlist by cell type (all sizes together) (9+ instances only) --
library cell	count	area share, %
a22oi	22	0.32
o22ai	18	0.22
xnor2	13	0.25
dfxtp	313	12
nor3b	9	0.13
nor2b	35	0.42
a22o	11	0.18
edfxtp	737	42
mux4	317	14
mux2	107	2.3
nand2b	20	0.24
a21o	24	0.34
nand4	18	0.22
inv	61	0.44
buf	162	1.8
o21ai	290	2.8
a31oi	31	0.37
or3	14	0.17
a21boi	20	0.29
nor4	23	0.29
mux2i	334	6.4
nor3	21	0.20
nor2	259	1.9
o211ai	28	0.40
o221ai	20	0.34
nand2	491	3.5
o21a	30	0.43
o31ai	17	0.25
clkbuf	198	1.4
o211a	17	0.33
ha	26	0.62
a211oi	36	0.52
a21oi	183	1.8
a221oi	15	0.26
and2	18	0.22
a21bo	12	0.23
nand3	67	0.64
-- kinds of logic (layout without fill, tap and decap cells) --
kind of cell    count (synthesis)  after routing  synth area share [%]
buf+inv                       422            558                  3.70
flops                        1050           1050                  54.3
fa+ha+maj                      34             34                 0.910
xor+xnor                       20             20                 0.407
mux                           758            758                  22.4
compound gates                829            829                  9.97
simple gates                  999            999                  8.24
other cells                     1             11               0.00718
-- metal layers --
layer	global-route usage, %	up-vias	part of all wire, %
met5	0.363	-	0.070
met4	6.63	10	3.7
met3	9.10	321	11
met2	30.3	1711	42
met1	35.7	16700	43
li1	-	15800	-
-- how the worst max path moves through the flow --
stage | endpoint | cells after the start
4_1_cts | s_axis_tready | 10
6_report | s_axis_tready | 10
5_1_grt | s_axis_tready | 10
-- flip-flops by register name, summed over array words and instances (netlist names), 5 cells and up, named ones only --
signal and count:
i_exp.data0 64, i_exp.data1 124, i_exp.data2 64, i_exp.shift0 5
i_gearbox.dout_data 64, i_gearbox.temp_data1 64, i_gearbox.temp_data2 60, i_user_fifo.srl 512
m_axis_tuser 32
-- power breakdown --
part           switching (mW)  internal [mW]  leakage, nW  total (mW)
combinational          0.0666         0.0595         9.34       0.126
sequential             0.0219          0.236         9.73       0.258
clock                  0.0751         0.0993         1.70       0.174
total                   0.164          0.395         20.8       0.559
-- layout make-up --
class,count,area [µm²]
clock buffer,143,2940
sequential,1050,28400
multi-input combinational,2648,22100
inverter,62,236
fill,11500,70300
clock inverter,58,579
timing repair buffer,295,2780
tap,1742,2180
antenna,3,7.51
-- metrics by stage --
step	area [µm²]	worst slack (ns)
final	59200	175.69
after global routing	59200	175.44
after CTS	59200	175.65
after detailed placement	55700	176.49
after global placement	55700	176.53
after floorplan	52300	154.36
Power figures rest on the tool's default switching activity, not on a simulated workload.
