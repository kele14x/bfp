==> /design/flow/run.sh <==
#!/bin/bash
# OpenROAD 26Q1-2900-gdf79404cd8, Yosys 0.63+post, stock flow scripts
make -C /OpenROAD-flow-scripts/flow DESIGN_CONFIG=/design/flow/config.mk WORK_HOME=/design/flow/orfs finish
==> /design/flow/config.mk <==
export PLATFORM = sky130hd
export DESIGN_NAME = bfp_comp
export DESIGN_NICKNAME = bfp_comp
export VERILOG_FILES = /design/flow/design.v
export SDC_FILE = /design/flow/constraint.sdc
export NUM_CORES = 4
export LEC_CHECK = 1
export CORE_UTILIZATION = 50
export SYNTH_HDL_FRONTEND = slang
==> /design/flow/design.v <==
`timescale 1 ns / 1 ps
`default_nettype none
package bfp_pkg;
  function static logic [63:0] byte_reverse(input logic [63:0] din);
    for (int i = 0; i < 8; i++) begin
      byte_reverse[63-8*i-:8] = din[8*i+7-:8];
    end
  endfunction
endpackage
`timescale 1 ns / 1 ps
`default_nettype none
module bfp_comp (
    input var         clk,
    input var         rst,
    input var  [63:0] s_axis_tdata,
    input var  [ 7:0] s_axis_tkeep,
    input var         s_axis_tvalid,
    input var         s_axis_tlast,
    input var  [31:0] s_axis_tuser,
    output var [63:0] m_axis_tdata,
    output var [ 7:0] m_axis_tkeep,
    output var        m_axis_tvalid,
    output var        m_axis_tlast,
    output var [31:0] m_axis_tuser,
    input var  [ 3:0] ctrl_ud_comp_meth,
    input var  [ 3:0] ctrl_ud_iq_width
);
  import bfp_pkg::*;
  logic [63:0] s_axis_tdata_reversed;
  logic [63:0] data0;
  logic        valid0;
  logic        last0;
  logic [31:0] user0;
  logic        sync0;
  logic [ 3:0] ud_iq_width;
  logic [63:0] d0_data;
  logic [ 2:0] d0_state;
  logic        d0_valid;
  logic        d0_sync;
  logic        d0_last;
  logic [31:0] fifo_din;
  logic        fifo_wr;
  logic [31:0] fifo_dout;
  logic        fifo_rd;
  assign s_axis_tdata_reversed = byte_reverse(s_axis_tdata);
  always_ff @(posedge clk) begin
    data0  <= s_axis_tdata_reversed;
    valid0 <= s_axis_tvalid;
    last0  <= s_axis_tlast;
    user0  <= s_axis_tuser;
  end
  always_ff @(posedge clk) begin
    if (rst || (valid0 && last0)) begin
      sync0 <= 1'b0;
    end else if (valid0) begin
      sync0 <= 1'b1;
    end
  end
  assign fifo_din = user0;
  assign fifo_wr  = valid0 && ~sync0;
  assign fifo_rd  = d0_valid & ~d0_sync;
  always_ff @(posedge clk) begin
    if (fifo_rd) begin
      m_axis_tuser <= fifo_dout;
    end
  end
  always_ff @(posedge clk) begin
    if (ctrl_ud_comp_meth == 1) begin
      ud_iq_width <= ctrl_ud_iq_width;
    end else begin
      ud_iq_width <= '0;
    end
  end
  bfp_comp_exp i_exp (
      .clk        (clk),
      .rst        (rst),
      .din_data   (data0),
      .din_valid  (valid0),
      .din_sync   (sync0),
      .din_last   (last0),
      .dout_data  (d0_data),
      .dout_state (d0_state),
      .dout_valid (d0_valid),
      .dout_sync  (d0_sync),
      .dout_last  (d0_last),
      .ud_iq_width(ud_iq_width)
  );
  bfp_comp_gearbox i_gearbox (
      .clk          (clk),
      .rst          (rst),
      .din_data     (d0_data),
      .din_state    (d0_state),
      .din_valid    (d0_valid),
      .din_sync     (d0_sync),
      .din_last     (d0_last),
      .m_axis_tdata (m_axis_tdata),
      .m_axis_tkeep (m_axis_tkeep),
      .m_axis_tvalid(m_axis_tvalid),
      .m_axis_tlast (m_axis_tlast),
      .ud_iq_width  (ud_iq_width)
  );
  fifo_srl #(
      .DATA_WIDTH(32)
  ) i_user_fifo (
      .clk  (clk),
      .rst  (rst),
      .din  (fifo_din),
      .wr_en(fifo_wr),
      .full (   ),
      .dout (fifo_dout),
      .empty(   ),
      .rd_en(fifo_rd)
  );
endmodule
`default_nettype wire
`timescale 1 ns / 1 ps
`default_nettype none
module bfp_comp_exp (
    input var         clk,
    input var         rst,
    input var  [63:0] din_data,
    input var         din_valid,
    input var         din_sync,
    input var         din_last,
    output var [63:0] dout_data,
    output var [ 2:0] dout_state,
    output var        dout_valid,
    output var        dout_sync,
    output var        dout_last,
    input var  [ 3:0] ud_iq_width
);
  function static logic [15:0] get_max2(input logic [15:0] din[2]);
    logic [15:0] d0;
    logic [15:0] d1;
    d0 = din[0][15] ? ~din[0] : din[0];
    d1 = din[1][15] ? ~din[1] : din[1];
    return d0 > d1 ? d0 : d1;
  endfunction
  function static logic [15:0] get_max4(input logic [15:0] din[4]);
    logic [15:0] d0;
    logic [15:0] d1;
    d0 = get_max2(din[0:1]);
    d1 = get_max2(din[2:3]);
    return d0 > d1 ? d0 : d1;
  endfunction
  function static logic [3:0] get_msb(input logic [15:0] din);
    for (int i = 15; i > 0; i--) begin
      if (din[i] ^ din[i-1]) return i;
    end
    return 0;
  endfunction
  function static logic [3:0] get_shift(input logic [3:0] msb, input logic [3:0] width);
    get_shift = width == 0 ? 0 : 15 - msb;
    get_shift = get_shift < 16 - width ? get_shift : 16 - width;
  endfunction
  function static logic [3:0] get_exp(input logic [3:0] msb, input logic [3:0] width);
    logic [4:0] temp;
    if (width == '0) begin
      temp = '0;
    end else begin
      temp = {1'b0, msb} - width + 1;
    end
    return temp[4] ? 0 : temp[3:0];
  endfunction
  function static logic [15:0] get_mask(input logic [3:0] w);
    logic [15:0] mask;
    case (w)
      0: mask = 16'h0000;
      1: mask = 16'h7FFF;
      2: mask = 16'h3FFF;
      3: mask = 16'h1FFF;
      4: mask = 16'h0FFF;
      5: mask = 16'h07FF;
      6: mask = 16'h03FF;
      7: mask = 16'h01FF;
      8: mask = 16'h00FF;
      9: mask = 16'h007F;
      10: mask = 16'h003F;
      11: mask = 16'h001F;
      12: mask = 16'h000F;
      13: mask = 16'h0007;
      14: mask = 16'h0003;
      default: mask = 16'h0001;
    endcase
    return mask;
  endfunction
  logic [15:0] data0  [4];
  logic [ 2:0] state0;
  generate
    for (genvar i = 0; i < 4; i++) begin : g_data0
      assign data0[i] = din_data[63-i*16-:16];
    end
  endgenerate
  always_ff @(posedge clk) begin
    if (rst || (din_valid && din_last)) begin
      state0 <= '0;
    end else if (din_valid) begin
      state0 <= state0 == 5 ? 0 : state0 + 1;
    end
  end
  logic [15:0] max1;
  logic [ 2:0] state1;
  logic        valid1;
  logic        last1;
  always_ff @(posedge clk) begin
    max1 <= get_max4(data0);
  end
  always_ff @(posedge clk) begin
    state1 <= state0;
    valid1 <= din_valid;
    last1  <= din_last;
  end
  logic [15:0] max2;
  logic [ 2:0] state2;
  logic [ 3:0] shift2;
  logic [ 3:0] exp2;
  logic        valid2;
  logic        last2;
  always_ff @(posedge clk) begin
    if (valid1) begin
      if (state1 == 0) begin
        max2 <= max1;
      end else begin
        max2 <= get_max2('{max1, max2});
      end
    end
  end
  assign shift2 = get_shift(get_msb(max2), ud_iq_width);
  assign exp2   = get_exp(get_msb(max2), ud_iq_width);
  always_ff @(posedge clk) begin
    state2 <= state1;
    valid2 <= valid1;
    last2  <= last1;
  end
  logic [64:0] fifo3;
  logic [15:0] mask3;
  logic [15:0] data3  [4];
  logic [ 3:0] shift3;
  logic [ 3:0] exp3;
  logic [ 2:0] state3;
  logic        empty3;
  logic        valid3;
  logic        sync3;
  logic        last3;
  always_ff @(posedge clk) begin
    mask3 <= get_mask(ud_iq_width) >> 1;
  end
  generate
    for (genvar i = 0; i < 4; i++) begin : g_data3
      assign data3[i] = fifo3[63-i*16-:16];
    end
  endgenerate
  always_ff @(posedge clk) begin
    if (rst || (valid3 && last3)) begin
      state3 <= '0;
    end else if (~empty3 || valid3) begin
      state3 <= state3 == 5 ? 0 : state3 + 1;
    end
  end
  assign valid3 = ~empty3 || state3 > 0;
  always_ff @(posedge clk) begin
    if (rst) begin
      sync3 <= 1'b0;
    end else if (valid3 && last3) begin
      sync3 <= 1'b0;
    end else if (valid3) begin
      sync3 <= 1'b1;
    end
  end
  assign last3 = fifo3[64];
  logic [15:0] mask4;
  logic [15:0] data4  [4];
  logic [ 3:0] exp4;
  logic [ 2:0] state4;
  logic        valid4;
  logic        sync4;
  logic        last4;
  always_ff @(posedge clk) begin
    mask4 <= ~get_mask(ud_iq_width);
  end
  generate
    for (genvar i = 0; i < 4; i++) begin : g_data4
      always_ff @(posedge clk) begin
        data4[i] <= (data3[i] << shift3) | mask3;
      end
    end
  endgenerate
  always_ff @(posedge clk) begin
    exp4   <= exp3;
    state4 <= state3;
    valid4 <= valid3;
    sync4  <= sync3;
    last4  <= last3;
  end
  logic [63:0] data5_or;
  logic [63:0] data5_shift[4];
  logic [15:0] data5      [4];
  logic [ 6:0] shift5     [4];
  logic [ 3:0] exp5;
  logic [ 2:0] state5;
  logic        valid5;
  logic        sync5;
  logic        last5;
  generate
    for (genvar i = 0; i < 4; i++) begin : g_data5
      always_ff @(posedge clk) begin
        if (data4[i] == 16'h7FFF) begin
          data5[i] <= data4[i] & mask4;
        end else begin
          data5[i] <= (data4[i] + 1) & mask4;
        end
      end
      always_comb begin
        data5_shift[i] = {data5[i], 48'b0} >> shift5[i];
      end
    end
  endgenerate
  always_comb begin
    if (state5 == 0) begin
      data5_or = {4'b0, exp5, 56'b0};
    end else begin
      data5_or = 64'b0;
    end
    for (int i = 0; i < 4; i++) begin
      data5_or = data5_or | data5_shift[i];
    end
  end
  generate
    for (genvar i = 0; i < 4; i++) begin : g_shift5
      always_ff @(posedge clk) begin
        if (state4 == 0) begin
          shift5[i] <= i * ud_iq_width + 8;
        end else begin
          shift5[i] <= i * ud_iq_width;
        end
      end
    end
  endgenerate
  always_ff @(posedge clk) begin
    exp5   <= exp4;
    state5 <= state4;
    valid5 <= valid4;
    sync5  <= sync4;
    last5  <= last4;
  end
  always_ff @(posedge clk) begin
    dout_data  <= data5_or;
    dout_state <= state5;
    dout_sync  <= sync5;
    dout_valid <= valid5;
    dout_last  <= last5;
  end
  logic [7:0] exp_fifo_din;
  logic       exp_fifo_wr;
  logic [7:0] exp_fifo_dout;
  logic       exp_fifo_rd;
  assign exp_fifo_din = {shift2, exp2};
  assign exp_fifo_wr  = valid2 && (state2 == 5 || last2);
  assign exp_fifo_rd  = (state3 == 0);
  assign {shift3, exp3} = exp_fifo_dout;
  fifo_srl #(
      .DATA_WIDTH(8)
  ) i_exp_fifo (
      .clk  (clk),
      .rst  (rst),
      .din  (exp_fifo_din),
      .wr_en(exp_fifo_wr),
      .full (   ),
      .dout (exp_fifo_dout),
      .empty(empty3),
      .rd_en(exp_fifo_rd)
  );
  fifo_srl #(
      .DATA_WIDTH(65)
  ) i_data_fifo (
      .clk  (clk),
      .rst  (rst),
      .din  ({din_last, din_data}),
      .wr_en(din_valid),
      .full (   ),
      .dout (fifo3),
      .empty(   ),
      .rd_en(valid3)
  );
endmodule
`default_nettype wire
`timescale 1 ns / 1 ps
`default_nettype none
module bfp_comp_gearbox (
    input var         clk,
    input var         rst,
    input var  [63:0] din_data,
    input var  [ 2:0] din_state,
    input var         din_valid,
    input var         din_sync,
    input var         din_last,
    output var [63:0] m_axis_tdata,
    output var [ 7:0] m_axis_tkeep,
    output var        m_axis_tvalid,
    output var        m_axis_tlast,
    input var [3:0] ud_iq_width
);
  import bfp_pkg::*;
  logic [63:0] data_shift;
  logic [63:0] data_shift_f;
  logic [63:0] tdata;
  logic [63:0] tdata_f;
  logic [ 4:0] cnt;
  logic [ 4:0] cnt_next;
  logic [ 5:0] shift;
  logic        last_extend;
  assign {data_shift, data_shift_f} = {din_data, 64'b0} >> shift;
  always_ff @(posedge clk) begin
    if (rst) begin
      cnt <= '0;
    end else if (din_valid && din_last && cnt_next > 16) begin
      cnt <= cnt_next;
    end else if (din_valid && din_last) begin
      cnt <= '0;
    end else if (din_valid) begin
      cnt <= cnt_next;
    end else if (last_extend) begin
      cnt <= '0;
    end
  end
  always_comb begin
    if (din_state == 0) begin
      cnt_next = (cnt & 5'h0F) + 2 + ud_iq_width;
    end else begin
      cnt_next = (cnt & 5'h0F) + ud_iq_width;
    end
  end
  assign shift = {cnt[3:0], 2'b0};
  always_ff @(posedge clk) begin
    last_extend <= din_valid && din_last && (cnt_next > 16);
  end
  always_ff @(posedge clk) begin
    if (last_extend) begin
        tdata <= tdata_f | data_shift;
    end else if (din_valid) begin
      if (~din_sync) begin
        tdata <= data_shift;
      end else if (cnt[4]) begin
        tdata <= tdata_f | data_shift;
      end else begin
        tdata <= tdata | data_shift;
      end
    end
  end
  always_ff @(posedge clk) begin
    if (din_valid) begin
      tdata_f <= data_shift_f;
    end
  end
  assign m_axis_tdata  = byte_reverse(tdata);
  always_ff @(posedge clk) begin
    if (din_valid && din_last) begin
      m_axis_tvalid <= 1'b1;
    end else if (last_extend) begin
      m_axis_tvalid <= 1'b1;
    end else if (din_valid && cnt_next >= 16) begin
      m_axis_tvalid <= 1'b1;
    end else begin
      m_axis_tvalid <= 1'b0;
    end
  end
  always_ff @(posedge clk) begin
    if (din_valid && din_last && cnt_next <= 16) begin
      m_axis_tlast <= 1'b1;
    end else if (last_extend) begin
      m_axis_tlast <= 1'b1;
    end else if (din_valid) begin
      m_axis_tlast <= 1'b0;
    end
  end
  always_ff @(posedge clk) begin
    if (din_valid && din_last && cnt_next < 16) begin
      m_axis_tkeep <= 8'hFF >> (8 - shift / 8);
    end else if (last_extend) begin
      m_axis_tkeep <= 8'hFF >> (8 - shift / 8);
    end else if (din_valid) begin
      m_axis_tkeep <= 8'hFF;
    end
  end
endmodule
`default_nettype wire
`timescale 1 ns / 1 ps
`default_nettype none
module fifo_srl #(
    parameter int ADDR_WIDTH = 4,
    parameter int DATA_WIDTH = 8
) (
    input var                   clk,
    input var                   rst,
    input var  [DATA_WIDTH-1:0] din,
    input var                   wr_en,
    output var                  full,
    output var [DATA_WIDTH-1:0] dout,
    output var                  empty,
    input var                   rd_en
);
  localparam int Depth = 2 ** ADDR_WIDTH;
  logic [DATA_WIDTH-1:0] srl   [Depth];
  logic [ADDR_WIDTH-1:0] addr;
  logic                  valid;
  assign full = &addr;
  initial begin
    for (int i = 0; i < 16; i++) begin
      srl[i] = '0;
    end
  end
  always_ff @(posedge clk) begin
    if (wr_en && !full) begin
      srl[0] <= din;
      for (int i = 1; i < 16; i++) begin
        srl[i] <= srl[i-1];
      end
    end
  end
  assign dout = srl[addr];
  always_ff @(posedge clk) begin
    if (rst) begin
      addr <= '0;
    end else if (wr_en && ~rd_en && ~&addr && valid) begin
      addr <= addr + 1;
    end else if (rd_en && (&addr || (~wr_en && |addr))) begin
      addr <= addr - 1;
    end
  end
  always_ff @(posedge clk) begin
    if (rst) begin
      valid <= 1'b0;
    end else if (addr == '0 && wr_en) begin
      valid <= 1'b1;
    end else if (addr == '0 && ~wr_en && rd_en) begin
      valid <= 1'b0;
    end
  end
  assign empty = ~valid;
endmodule
`default_nettype wire
==> /design/flow/constraint.sdc <==
current_design bfp_comp

set clk_period 71.3
set clk_io_pct 0.2

create_clock -name clk0 -period $clk_period [get_ports {clk}]

set non_clock_inputs [all_inputs -no_clocks]
set_input_delay [expr $clk_period * $clk_io_pct] -clock clk0 $non_clock_inputs
set_output_delay [expr $clk_period * $clk_io_pct] -clock clk0 [all_outputs]
==> flow_summary.yaml <==
# yosys + openroad results
place:
  hpwl_um: 143000
  port_buffers: 213
  place_ws_ps: 54980
  gp_congestion: 0.964
  dp_cells: 8217
  placed_area_um2: 99200
floorplanning:
  fp.dieW_um: 436
  die_area_um2: 190000
  die_h_um: 436
  fp_util_pct: 50.6
  core_um2: 186000
  placementRows: 158
  io_pins: 222
finish:
  design_area_um2: 107000
  layout-drive-gt1-share_pct: 17.5
  syn_to_final_growth_pct: 13.3
  instances_no_fill: 8650
worst_setup_path:
  cp_top_family: "buffers and inverters"
  critPathMaxStageDelay_ps: 520
  path_buffers: 1
  crit_fanout: 2
  r2r_end: "i_exp.i_data_fifo.srl[10][63]$_DFFE_PP_"
  r2r_setup_slack_ps: 65140
  crit_start: "i_gearbox.tdata[54]$_DFFE_PP_"
  cp.required_ps: 57040
  cp.arrival_ps: 1770
  critical_path_class: "register to primary output"
  crit_slowest_cell: "clkdlybuf4s50_1"
  r2r_cells: 8
  startpoint_type: "register"
  cp-end-kind: "primary output"
  path_cells: "clkdlybuf4s50_1"
  rr_startpoint: "valid0$_DFF_P_"
final_timing:
  rsz0062_at_grt: "false"
  fin_worst_skew_ps: 38.9
  slew_headroom_pct: 32.9
  fin_ws_ps: 55270
  finalCritPeriodShare_pct: 22.5
  tightest_slew_ps: 1000
  slew_viol_final: 0
  hold_viol_final: 0
  setup_viol: 0
  period_needed_ps: 16030
  holdWs_ps: 311
  max_freq_mhz: 62.4
  timing.setup.tns_ps: 0
cts:
  clock_sinks: 2302
  cts_resized: 0
  cts_root_buf: "clkbuf_16"
  cts.htree.levels: 4
  postCtsSetupBuffers: 0
  ctsHoldBuffers: 0
  clockBufferDepth: 3
  clk_pin_slew_ps: 60
  cts_buffers: 227
  clock.latency.late_pin_ps: 870
  tritoncts: "built"
power_and_ir_drop:
  switchingPower_w: 0.00143
  pwr-share-clk_pct: 27.8
  p_comb_share_pct: 31.5
  p_sw_share_pct: 33.3
  vdd_drop_max_uv: 27.3
  power.internal_w: 0.00287
  p_leak_nw: 37.4
  seqPwrFrac_pct: 40.7
  power_density_nw_per_um2: 40.3
logic_synthesis:
  syn_area_um2: 94100
  syn_inst: 5710
  ys.flop_type: "edfxtp_1"
  ys.warnings.count: 0
  ys_seq_share_pct: 68.7
  edf_count: 1859
  ys_chip_area_um2: 94100
  ys_async_sr_fraction_pct: 0
  yosys.cell_types.count: 80
  syn_avg_cell_area_um2: 16.5
  ys_ff: 2302
  ys_cells: 5710
job:
  maxCapViolCount: 0
  warning_count: 59
status:
  status: "finished, final reports clean"
global_routing:
  grtUsageMet2_pct: 35.9
  use_met3_pct: 9.74
  use_met1_pct: 41.6
  grt_pass1_wl_um: 329000
  grt_overflow: 0
  grt_pass1_vias: 53000
  antenna_found_initial: 0
  track_usage_pct: 25.4
  grt_max_degree: 144
  grt_busiest_layer: "met1"
drt:
  vias: 50800
  drt_iter0_markers: 3775
  routed_via_density: 5.87
  drtPass1Iterations: 6
  wl_per_cell_um: 24.9
  wl_um: 215000
  route.detailed.drc: 0
  postRouteAntennaNets: 0
min_path:
  hold_end: "i_exp.dout_last$_DFF_P_"
  min_from: "i_exp.last5$_DFF_P_"
  hold_path.class: "register to register"
  min_path_cells: 0
routing by layer:
layer | wire length [µm] | share of wire (%)
met2 | 99500 | 46
met1 | 88700 | 41
met5 | 0 | 0
met4 | 7860 | 3.6
met3 | 19100 | 8.9
sequential cells by signal (all words and copies together), names as in the netlist, 32 cells and up, named ones only:
signal / cells
i_gearbox.tdata_f: 60
i_exp.i_exp_fifo.srl: 128
m_axis_tuser: 32
i_exp.i_data_fifo.srl: 1040
fifo_din: 32
i_exp.data5: 64
i_exp.dout_data: 64
i_user_fifo.srl: 512
i_gearbox.tdata: 64
i_exp.data4: 64
data0: 64
cell usage after synthesis, types with 14 or more instances:
library cell,instances,area [µm²]
edfxtp_1,1859,55800
mux4_2,500,11300
dfxtp_1,443,8870
nand2_1,375,1410
nor2_1,257,965
mux2i_1,253,2530
a21oi_1,251,1260
clkbuf_1,187,702
a22oi_1,165,1240
o21ai_0,147,736
inv_1,137,514
ha_1,107,1340
nand3_1,92,460
xor2_1,70,613
buf_2,60,300
mux2_2,59,664
xnor2_1,59,517
o22ai_1,52,325
and2_1,50,313
o221ai_1,46,403
buf_1,44,165
a21o_1,42,315
nor2b_1,42,263
and3_1,34,213
nor3_1,32,160
nand4_1,25,156
a21oi_2,18,158
a221oi_1,16,140
nand2b_1,16,100
o21ai_1,15,75.1
a31oi_1,14,87.6
through the flow:
step	power [W]	utilization, %
6_report	0.00430	57.3
5_1_grt	0.00452	57.3
4_1_cts	0.00435	57.3
3_5_place_dp	0.00314	53.2
3_3_place_gp	0.00314	53.2
2_1_floorplan	0.00273	-
cells by family (layout without fill, tap and decap cells):
| family | after synthesis | after routing | synth area share [%] |
|---|---|---|---|
| AOI/OAI and AO/OA | 921 | 921 | 6.44 |
| other | 0 | 1 | 0 |
| adders and majority gates | 115 | 115 | 1.59 |
| xor gates and xnor gates | 129 | 129 | 1.20 |
| buffers and inverters | 456 | 915 | 2.01 |
| DFF | 2302 | 2302 | 68.7 |
| muxes | 812 | 812 | 15.4 |
| and+or+nand+nor | 975 | 975 | 4.68 |
layout by cell type (no fill, tap or decap), types with 14 or more instances in the layout:
master           count
nor2b_1             40
clkbuf_16          234
clkdlybuf4s50_1    213
nor2_1             254
nand4_1             25
a31oi_1             14
a221oi_1            16
xor2_1              70
bufinv_16           18
nand3_1             92
mux2i_1            253
o21ai_1             15
a21oi_2             18
a21o_1              42
and2_1              49
inv_1              135
nor3_1              32
clkbuf_8            26
buf_4              117
xnor2_1             59
clkinv_2            32
nand2_1            375
nand2b_1            16
and3_1              34
clkbuf_1            66
mux2_2              59
clkinv_1            40
a22oi_1            165
o21ai_0            147
ha_1               107
o221ai_1            46
mux4_2             499
o22ai_1             52
a21oi_1            251
dfxtp_1            431
edfxtp_1          1859
power groups by stage:
stage | Sequential, W | Combinational [W] | Clock, W
CTS | 0.00175 | 0.00137 | 0.00123
global route | 0.00177 | 0.00146 | 0.00128
finish | 0.00175 | 0.00135 | 0.00120
area by class of cell:
class	instances	area, µm²
Inverter	148	556
Fill cell	14000	79500
Sequential cell	2302	64700
Clock buffer	329	6480
Tap cell	2480	3100
Clock inverter	103	1040
Timing Repair Buffer	335	3110
Antenna cell	1	2.50
Multi-Input combinational cell	2952	27700
how the worst max path moves through the flow:
stage,endpoint,slack (ps),cells past startpoint
final,m_axis_tdata[14],55270,1
after global routing,m_axis_tdata[14],55190,1
after CTS,m_axis_tdata[14],55190,1
No activity file was given, so power comes from the tool's default toggle rates.
